`flow/run.sh`:
```
#!/bin/bash
# OpenROAD 26Q1-2900-gdf79404cd8, Yosys 0.63+post, stock flow scripts
make -C /OpenROAD-flow-scripts/flow DESIGN_CONFIG=/design/flow/config.mk WORK_HOME=/design/flow/orfs finish
```
`flow/config.mk`:
```
export PLATFORM = sky130hd
export DESIGN_NAME = phase_unwrap
export DESIGN_NICKNAME = phase_unwrap
export VERILOG_FILES = /design/flow/design.v
export SDC_FILE = /design/flow/constraint.sdc
export NUM_CORES = 4
export LEC_CHECK = 1
export CORE_UTILIZATION = 40
```
`flow/constraint.sdc`:
```
current_design phase_unwrap

set clk_period 12.5
set clk_io_pct 0.2

create_clock -name clk0 -period $clk_period [get_ports {clk}]

set non_clock_inputs [all_inputs -no_clocks]
set_input_delay [expr $clk_period * $clk_io_pct] -clock clk0 $non_clock_inputs
set_output_delay [expr $clk_period * $clk_io_pct] -clock clk0 [all_outputs]
```
`flow/design.v`:
```
module phase_unwrap (
    input wire clk,
    input wire reset_n,
    input wire signed [15:0] phase_in,   
    output reg signed [31:0] unwrapped_phase   
);
    reg signed [15:0] prev_phase;
    localparam PI_Q13 = 16'sd25736;       
    localparam TWO_PI_Q16 = 32'sd411775;  
    wire signed [16:0] phase_diff = {phase_in[15], phase_in} - {prev_phase[15], prev_phase};
    always @(posedge clk or negedge reset_n) begin
        if (!reset_n) begin
            prev_phase <= 0;
            unwrapped_phase <= 0;
        end else begin
            if (phase_diff > PI_Q13) begin
                unwrapped_phase <= unwrapped_phase + (phase_diff - 2*PI_Q13);
            end else if (phase_diff < -PI_Q13) begin
                unwrapped_phase <= unwrapped_phase + (phase_diff + 2*PI_Q13);
            end else begin
                unwrapped_phase <= unwrapped_phase + phase_diff;
            end
            prev_phase <= phase_in;
        end
    end
endmodule
```
==> out/metrics.csv <==
stage,metric,value,unit
worst_setup_path,Critical Path Sink Type,register,
worst_setup_path,"slowest stage delay, CP",0.47,ns
sta,Slew @ Worst Pin,0.724,ns
cells_and_area,share of layout cells above drive strength 1,5.48,%
run_status,status,"complete, no violations",
logic_synthesis,"EDFF count, synth",0,
route,drt total wl,22500,um
clock_network,Post-CTS Resized,0,
logic_synthesis,Mapped Avg Cell Area,8.12,um^2
sta,RSZ-0062 raised after global routing,no,
placement,area post-placement,9280,um^2
clock_network,clock root buffer master,clkbuf_16,
sta,Slew HR,51.4,%
sta,fin crit share,66.9,%
logic_synthesis,Mapped Cells,1047,
route,ant diodes,0,
die,Site Rows,52,
min_path,Hold Path Origin,unwrapped_phase[0],
sta,Final Skew,0.0155,ns
clock_network,post-CTS setup buffer count,0,
global_routing,first-pass GRT wire length,37700,um
cells_and_area,final instance count without filler cells,1365,
route,WL per Instance,16.4,um
logic_synthesis,ys flop type,dfrtp_1,
worst_setup_path,Crit Path Category,in -> reg,
logic_synthesis,Distinct lib cells used,94,
clock_network,number of buffers created by CTS,5,
route,initial detailed-routing violation count,393,
sta,min cycle time layout,8.37,ns
route,TritonRoute pass-1 iters,4,
die,Ports,50,
worst_setup_path,worst r2r src,prev_phase[0],
logic_synthesis,"FFs w/ async S/R, synth",100,%
route,via count,7326,
clock_network,clk ins delay skew pair,0.31,ns
logic_synthesis,Post-Syn Area,8500,um^2
global_routing,initial antenna violation count,0,
flow_run,max_cap viols,0,
clock_network,hold_buf cts,0,
placement,Final HPWL DP,18100,um
flow_run,tally of OpenROAD warnings,74,
die,chip height,148,um
sta,setup TNS,0,ns
route,Post-DRT Antenna Nets,0,
worst_setup_path,FF-to-FF path depth,24,
worst_setup_path,Worst path slowest cell,clkdlybuf4s50_1,
worst_setup_path,worst setup path startpoint,phase_in[0],
placement,Placer Congestion,0.903,
logic_synthesis,Yosys Instances,1047,
global_routing,largest net degree at the start of global routing,49,
global_routing,GRT Overall Usage,22.2,%
worst_setup_path,CP arrival,8.55,ns
cells_and_area,Layout Cell Area excl Fill,9430,um^2
global_routing,vias in the first global route,7325,
clock_network,clock-pin slew on the worst setup and hold paths,0.08,ns
clock_network,H-tree depth,2,
clock_network,Clock Tree Buf Depth,2,
sta,final setup vio count,0,
logic_synthesis,register share after synthesis,14.1,%
worst_setup_path,CP Launch Type,input port,
cells_and_area,Fill cells,2070,
min_path,hold path cells,1,
clock_network,CTS tree,yes,
placement,dpl cells,1357,
logic_synthesis,area figure in the yosys stat output,8500,um^2
sta,f_max,120,MHz
global_routing,GR Overflow Total,0,
logic_synthesis,Yosys warnings,1,
sta,final hold vios,0,
die,die area,21800,um^2
min_path,path category of the worst min-delay check,reg -> reg,
die,fp util,41.4,%
cells_and_area,Area Growth Syn to Fin,10.9,%
route,post-detailed-route DRC marker count,0,
die,Die W,148,um
worst_setup_path,Worst Path Required,12.68,ns
sta,Final Max Slew Viols,0,
worst_setup_path,Critical Path Fanout Max,28,
die,core area,20600,um^2
clock_network,CTS Sinks,48,
logic_synthesis,Synthesized registers,48,
route,Vias/cell,5.37,
placement,IO buf count,49,
## flip-flops by register name (all words and copies together), names as in the netlist
signal           count
prev_phase          16
unwrapped_phase     32
## final cells by class
type / count / area [um^2] / share of cell area (%)
repair buffers: 54 / 523 / 5.55
clock buffers: 6 / 139 / 1.47
flip-flops and latches: 48 / 1200 / 12.7
clock inverters: 2 / 13.8 / 0.146
well taps: 270 / 338 / 3.58
inverters: 174 / 653 / 6.93
multi-input cells: 811 / 6560 / 69.6
## kinds of logic (layout without fill, tap and decap cells)
logic type	count (synthesis)	after routing	share of synthesized area [%]
flops	48	48	14.1
xor+xnor	81	81	8.61
compound gates	276	276	22.7
simple gates	268	268	16.3
mux	26	26	3.12
buf+inv	188	236	8.80
fa+ha+maj	160	160	26.3
## worst paths after layout
| kind | endpoint | slack [ns] |
|---|---|---|
| setup / recovery | unwrapped_phase[25] | 4.13 |
| hold / removal | unwrapped_phase[0] | 0.52 |
| setup reg to reg | unwrapped_phase[25] | 6.48 |
| hold reg to reg | unwrapped_phase[0] | 0.52 |
| max in group asynchronous | unwrapped_phase[20] | 9.71 |
| min in group asynchronous | unwrapped_phase[31] | 2.32 |
## synthesized netlist by cell type, types with 3 or more instances
master    count  area, um^2
inv_1       170         638
ha_1        129        1610
a21oi_1      79         395
nor2_1       68         255
nand2_1      58         218
xnor2_1      56         490
dfrtp_1      48        1200
o21ai_0      37         185
fa_1         31         621
nand3_1      30         150
a31oi_1      22         138
mux2i_1      22         220
xor2_1       22         193
a21o_1       20         150
nor2b_1      18         113
nand2b_1     16         100
a211oi_1     15         113
nor3_1       13        65.1
o211ai_1     12        90.1
o31ai_1      10        75.1
o21bai_1      9        67.6
nand4_1       8        50.1
nor3b_1       7        52.6
o21a_1        7        52.6
and3_1        6        37.5
buf_2         6        30.0
or3_1         6        37.5
and2_1        5        31.3
o21ai_1       5        25.0
or2_2         5        31.3
inv_2         4        15.0
nor4b_1       4        35.0
a211oi_2      3        37.5
a21boi_0      3        22.5
buf_4         3        22.5
clkbuf_1      3        11.3
nand3b_1      3        22.5
nor4_1        3        18.8
o211a_1       3        30.0
o31a_1        3        26.3
o41ai_1       3        26.3
## routing by layer
layer  track usage, %  routed length (um)
met1             32.0               10600
met3             3.46                 971
met5                0                   0
met2             35.9               10400
met4             4.12                 485
## metrics by stage
| step | util (%) | worst slack (ns) | hold slack (ns) |
|---|---|---|---|
| after floorplan | - | 4.36 | 0.456 |
| after global placement | 45.1 | 3.83 | 0.498 |
| after detailed placement | 45.1 | 3.80 | 0.498 |
| after CTS | 45.9 | 4.11 | 0.524 |
| after global routing | 45.9 | 3.65 | 0.545 |
| final | 45.9 | 4.13 | 0.523 |
## worst max-delay path: cells and delay by family
family          cells  cell delay (ns)
simple gates        3             0.94
xor+xnor            1             0.16
buf+inv             6             1.48
fa+ha+maj           4             1.30
compound gates     11             2.04
mux                 1             0.08
## layout by cell type, fill, tap and decap left out, types with 15 or more instances in the layout
| master | count |
|---|---|
| inv_1 | 170 |
| ha_1 | 129 |
| a21oi_1 | 79 |
| nor2_1 | 68 |
| nand2_1 | 58 |
| xnor2_1 | 56 |
| clkdlybuf4s50_1 | 48 |
| dfrtp_1 | 48 |
| o21ai_0 | 37 |
| fa_1 | 31 |
| nand3_1 | 30 |
| xor2_1 | 22 |
| a31oi_1 | 22 |
| mux2i_1 | 22 |
| a21o_1 | 20 |
| nor2b_1 | 18 |
| nand2b_1 | 16 |
| a211oi_1 | 15 |
